## ./design.v

```verilog
module IDEX (
	halt_in,           
	halt_out,
	inv1_in, inv2_in, cin_in,
	inv1_out, inv2_out, cin_out, 
	ALU1Sel_in,   
	ALU1Sel_out,
	ALU2Sel_in,
	ALU2Sel_out,
	ALUOp_in,
	ALUOp_out,
	memWriteEnable_in,
	memWriteEnable_out,
	memReadEnable_in,
	memReadEnable_out,
	PCCtr_in,
	PCCtr_out,
	J_in,
	J_out,
	siic_in, nop_in,
	siic_out, nop_out,
	I5_in, I8_in, D_in,
	I5_out, I8_out, D_out,
	R1Data_in,
	R1Data_out,
	R2Data_in,
	R2Data_out,
	regWriteDataSel_in,
	regWriteDataSel_out,
	compareSig_in, branchSig_in,
	compareSig_out, branchSig_out,
	regWriteNum_in, regWriteNum_out,
	clk, rst,
	newPC_in, newPC_out,
	PC2_in, PC2_out,
	regWriteEnable_in, regWriteEnable_out,
	r1Num_in, r2Num_in,
	r1Num_out, r2Num_out,
	en);
	input         clk, rst;
	input         halt_in;
	input         inv1_in, inv2_in, cin_in;
	input[1:0]    ALU1Sel_in;
	input[1:0]    ALU2Sel_in;
	input[2:0]    ALUOp_in;
	input         memWriteEnable_in;
	input         memReadEnable_in;
	input[1:0]    PCCtr_in;
	input         J_in;
	input         siic_in, nop_in;
	input[15:0]    I5_in , I8_in, D_in;
	input[15:0]    R1Data_in;
	input[15:0]    R2Data_in;
	input[1:0]     regWriteDataSel_in;
	input[1:0]     compareSig_in, branchSig_in;
	input[2:0]     regWriteNum_in;
	input[15:0]    newPC_in; 
	input[15:0]    PC2_in; 
	input          regWriteEnable_in;
	input[2:0]     r1Num_in, r2Num_in;
	input			en;
	output         halt_out;
	output         inv1_out, inv2_out, cin_out;
	output[1:0]    ALU1Sel_out;
	output[1:0]    ALU2Sel_out;
	output[2:0]    ALUOp_out;
	output         memWriteEnable_out;
	output         memReadEnable_out;
	output[1:0]    PCCtr_out;
	output         J_out;
	output         siic_out, nop_out;
	output[15:0]   I5_out, I8_out, D_out;
	output[15:0]   R1Data_out;
	output[15:0]   R2Data_out;
	output[1:0]    regWriteDataSel_out;
	output[1:0]    compareSig_out, branchSig_out;
	output[2:0]    regWriteNum_out;
	output[15:0]   newPC_out; 
	output[15:0]   PC2_out; 
	output         regWriteEnable_out;
	output[2:0]    r1Num_out, r2Num_out;
	dffr d1(.q(halt_out), .d(halt_in), .clk(clk), .rst(rst), .en(en));
	dffr d2(.q(inv1_out), .d(inv1_in), .clk(clk), .rst(rst), .en(en));
	dffr d3(.q(inv2_out), .d(inv2_in), .clk(clk), .rst(rst), .en(en));
	dffr d4(.q(cin_out), .d(cin_in), .clk(clk), .rst(rst), .en(en));
	dffr d5[1:0] (.q(ALU1Sel_out), .d(ALU1Sel_in), .clk(clk), .rst(rst), .en(en));
	dffr d6[1:0] (.q(ALU2Sel_out), .d(ALU2Sel_in), .clk(clk), .rst(rst), .en(en));
	dffr d7[2:0] (.q(ALUOp_out), .d(ALUOp_in), .clk(clk), .rst(rst), .en(en));
	dffr d8(.q(memWriteEnable_out), .d(memWriteEnable_in), .clk(clk), .rst(rst), .en(en));
	dffr d9(.q(memReadEnable_out), .d(memReadEnable_in), .clk(clk), .rst(rst), .en(en));
	dffr d10[1:0] (.q(PCCtr_out), .d(PCCtr_in), .clk(clk), .rst(rst), .en(en));
	dffr d11 (.q(J_out), .d(J_in), .clk(clk), .rst(rst), .en(en));
	dffr d12 (.q(siic_out), .d(siic_in), .clk(clk), .rst(rst), .en(en));
	dffr d13 (.q(nop_out), .d(nop_in), .clk(clk), .rst(rst), .en(en));
	dffr d14[15:0] (.q(I5_out), .d(I5_in), .clk(clk), .rst(rst), .en(en));
	dffr d15[15:0] (.q(I8_out), .d(I8_in), .clk(clk), .rst(rst), .en(en));
	dffr d16[15:0] (.q(D_out), .d(D_in), .clk(clk), .rst(rst), .en(en));
	dffr d17[15:0] (.q(R1Data_out), .d(R1Data_in), .clk(clk), .rst(rst), .en(en));
	dffr d18[15:0] (.q(R2Data_out), .d(R2Data_in), .clk(clk), .rst(rst), .en(en));
	dffr d19[1:0] (.q(regWriteDataSel_out), .d(regWriteDataSel_in), .clk(clk), .rst(rst), .en(en));
	dffr d20[1:0] (.q(compareSig_out), .d(compareSig_in), .clk(clk), .rst(rst), .en(en));
	dffr d21[1:0] (.q(branchSig_out), .d(branchSig_in), .clk(clk), .rst(rst), .en(en));
	dffr d22[2:0] (.q(regWriteNum_out), .d(regWriteNum_in), .clk(clk), .rst(rst), .en(en));
	dffr d23 [15:0] (.q(newPC_out), .d(newPC_in), .clk(clk), .rst(rst), .en(en));
	dffr d24 [15:0] (.q(PC2_out), .d(PC2_in), .clk(clk), .rst(rst), .en(en));
	dffr d25 	  (.q(regWriteEnable_out), .d(regWriteEnable_in), .clk(clk), .rst(rst), .en(en));
	dffr d26[2:0] (.q(r1Num_out), .d(r1Num_in), .clk(clk), .rst(rst), .en(en));
	dffr d27[2:0] (.q(r2Num_out), .d(r2Num_in), .clk(clk), .rst(rst), .en(en));	
endmodule
module dff (q, d, clk, rst);
    output         q;
    input          d;
    input          clk;
    input          rst;
    reg            state;
    assign #(1) q = state;
    always @(posedge clk) begin
      state = rst? 0 : d;
    end
endmodule
module dffr (q, d, en, clk, rst);
    input d, en, clk, rst;
    output q;
    wire in;
    assign in = (en) ? d : q;
    dff ff(.q(q), .d(in), .clk(clk), .rst(rst));
endmodule
```

## ./config.mk

```make
export PLATFORM = sky130hd
export DESIGN_NAME = IDEX
export DESIGN_NICKNAME = IDEX
export VERILOG_FILES = /design/flow/design.v
export SDC_FILE = /design/flow/constraint.sdc
export NUM_CORES = 4
export LEC_CHECK = 1
export CORE_AREA = 10 10 183 183
export DIE_AREA = 0 0 193 193
```

## ./run.sh

```bash
#!/bin/bash
# OpenROAD 26Q1-2900-gdf79404cd8, Yosys 0.63+post, stock flow scripts
make -C /OpenROAD-flow-scripts/flow DESIGN_CONFIG=/design/flow/config.mk WORK_HOME=/design/flow/orfs finish
```

## ./constraint.sdc

```tcl
current_design IDEX

set clk_period 1.0
set clk_io_pct 0.2

create_clock -name clk0 -period $clk_period [get_ports {clk}]

set non_clock_inputs [all_inputs -no_clocks]
set_input_delay [expr $clk_period * $clk_io_pct] -clock clk0 $non_clock_inputs
set_output_delay [expr $clk_period * $clk_io_pct] -clock clk0 [all_outputs]
```

==> reports/metrics.yaml <==
outcome:
  status: "finished, violations left"
  violations: "setup timing"
logic_synthesis:
  syn-cell-area_um2: 6330
  yosys_cells: 606
  ys.warnings.count: 1
  syn_area_per_cell_um2: 10.4
  yosys_area_um2: 6330
  numSynthFlops: 146
  netlist_instances: 606
  ys_seq_share_pct: 46.2
  synth_cell_types: 8
detailed_routing:
  routed_via_density: 3.61
  drtIter0Drc: 100
  ant_nets: 0
  wl_per_cell_um: 14.8
  wl_mm: 17.4
  drtPass1Iterations: 4
  diodes: 0
  num_vias: 4237
  drc_errors: 0
floorplanning:
  die_area_um2: 37200
  rows: 63
  ios: 295
  design.core.area_um2: 29600
  fp.dieW_um: 193
  fp_util_pct: 21.4
  fp.dieH_um: 193
timing:
  skew_ps: 0
  worstMarginPinSlew_ps: 376
  fmax_mhz: 947
  relSlewSlack_pct: 75.0
  fin_crit_sh_pct: 106
  setup_slack_ps: -56.2
  rsz0062_at_grt: "true"
  period_minus_slack_ps: 1060
  timing.hold.ws_ps: 268
  fin_tns_setup_ps: -4660
  finalHoldViolCount: 0
  setup_viol: 146
  report.final.slew_viol_count: 0
worst_setup_path:
  critPathBufInv: 1
  crit_chain: "buf_2"
  worst_path_max_delay_cell: "dfxtp_2"
  crit_required_ps: 800
  cp_data_arrival_time_ps: 860
  crit_fanout: 2
  critPathMaxStageDelay_ps: 330
  critical-path-top-delay-family: "flip-flops"
  start_kind: "flop"
  end_kind: "output port"
  setup.worst_path.class: "flop to output port"
grt:
  grt_max_degree: 75
  gr-total-overflow: 0
  grt_antenna_before_repair: 0
  grt_pass1_wl_mm: 25.9
  grt_use_total_pct: 8.97
  grt_pass1_vias: 4374
layout:
  area_delta_synth_final_pct: 37.6
  fin_util_pct: 29.5
  area.sequential_um2: 3110
  logic_area_um2: 2010
  final_cell_mix: "mux2i_1 (146), nor2_1 (146), dfxtp_2 (146), clkdlybuf4s50_1 (146), buf_2 (126)"
  nFillCells: 3107
  drive_above_1_share_pct: 44.0
job:
  maxCapViolations: 0
  log.warning_count: 27
place:
  dp.final_hpwl_mm: 13.0
  globalplace.congestion: 0.766
  io_buffer_count: 294
hold_path:
  hp-class: "primary input to flop"
power_and_ir_drop:
  vdd_drop_max_v: 0.00103
  power_density_nw_per_um2: 1640
  cellLeakagePower_uw: 0.00411
cts:
  clkTransAtPathRegs_ps: 70
  cts_sinks: 146
  insertion_delay_ps: 410
  clock_path_buffers: 2
  cts_root_buf: "clkbuf_16"
  htreeDepth: 4
  cts_tree: "built"
  cts_buffers: 17
per-layer routing:
metal  routed length, µm  part of all wire, %  global-route usage [%]  up-vias
met5                   0                    0                       0        -
met4                 111                 0.64                   0.651        0
met3                2380                   14                    5.03        5
met2                7790                   45                    14.1      185
met1                7150                   41                    11.1     1887
li1                    -                    -                       -     2160
Yosys cell counts, drive strengths merged:
cell,number,area [µm²]
nor2,146,548
clkbuf,11,41.3
mux2i,146,1460
buf,157,1360
dfxtp,146,2920
flip-flops by register name (all words and copies together) (netlist names), 2 cells and up:
signal	flops
d16.ff.state	16
d22.ff.state	3
d24.ff.state	16
d20.ff.state	2
d10.ff.state	2
d15.ff.state	16
d5.ff.state	2
d7.ff.state	3
d14.ff.state	16
d21.ff.state	2
d27.ff.state	3
d26.ff.state	3
d17.ff.state	16
d23.ff.state	16
d19.ff.state	2
d18.ff.state	16
d6.ff.state	2
layout make-up:
class | instances | share of cell area, %
repair buffers | 314 | 29.3
flip-flops and latches | 146 | 35.7
multi-input cells | 292 | 23.1
clock inverters | 12 | 1.13
well taps | 390 | 5.60
clock buffers | 20 | 5.24
per-stage QoR:
step,std cells,total power [µW],setup slack (ps),cell area (µm²)
detailed placement,1138,8560,-87.4,8550
global placement,1138,8550,-77.4,8550
global route,1174,15100,-112,8710
floorplan,606,7580,164,6330
CTS,1171,14600,-101,8630
finish,1174,14300,-56.2,8710
report_power, final:
| part | leakage (µW) | total (µW) | internal (µW) | switching, µW |
|---|---|---|---|---|
| combinational | 0.00259 | 1810 | 1180 | 624 |
| clock | 0.000256 | 6080 | 3350 | 2720 |
| sequential | 0.00126 | 6400 | 6230 | 164 |
| total | 0.00411 | 14300 | 10800 | 3510 |
worst paths after layout:
check | slack [ps] | endpoint | cells past startpoint | start
min | 270 | d24[9].ff.state | 3 | rst
max reg2reg | 270 | d16[3].ff.state | 3 | d16[3].ff.state
max | -60 | ALUOp_out[1] | 1 | d7[1].ff.state
min reg2reg | 480 | d16[7].ff.state | 2 | d16[7].ff.state
what timing repair did:
| item | CTS | global route |
|---|---|---|
| hold endpoints to repair | 0 | 0 |
| buffers inserted | 1 | 3 |
| setup endpoints to repair | 146 | 146 |
| hold buffers | 0 | 0 |
| gates resized | 641 | 9 |
logic make-up (layout without fill, tap and decap cells):
| family | after synthesis | in the layout | synth area share (%) |
|---|---|---|---|
| AND/OR/NAND/NOR | 146 | 146 | 8.66 |
| flip-flops | 146 | 146 | 46.2 |
| buffers and inverters | 168 | 346 | 22.1 |
| multiplexers | 146 | 146 | 23.1 |
Power and IR drop assume default switching activity.
