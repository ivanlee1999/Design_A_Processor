### run.sh
#!/bin/bash
# OpenROAD 26Q1-2900-gdf79404cd8, Yosys 0.63+post, stock flow scripts
make -C /OpenROAD-flow-scripts/flow DESIGN_CONFIG=/design/flow/config.mk WORK_HOME=/design/flow/orfs finish
### config.mk
export PLATFORM = sky130hd
export DESIGN_NAME = dff_16b
export DESIGN_NICKNAME = dff_16b
export VERILOG_FILES = /design/flow/design.v
export SDC_FILE = /design/flow/constraint.sdc
export NUM_CORES = 4
export LEC_CHECK = 1
export CORE_AREA = 10 10 70 70
export DIE_AREA = 0 0 80 80
### constraint.sdc
current_design dff_16b

set clk_period 1.0
set clk_io_pct 0.2

create_clock -name clk0 -period $clk_period [get_ports {clk}]

set non_clock_inputs [all_inputs -no_clocks]
set_input_delay [expr $clk_period * $clk_io_pct] -clock clk0 $non_clock_inputs
set_output_delay [expr $clk_period * $clk_io_pct] -clock clk0 [all_outputs]
### design.v
module dff (q, d, clk, rst);
    output         q;
    input          d;
    input          clk;
    input          rst;
    reg            state;
    assign #(1) q = state;
    always @(posedge clk) begin
      state = rst? 0 : d;
    end
endmodule
module dff_16b (q,d, clk, rst);
   output [15:0] q;
   input [15:0] d;
   input clk, rst;
   dff dff1(q[0], d[0], clk, rst); 
   dff dff2(q[1], d[1], clk, rst); 
   dff dff3(q[2], d[2], clk, rst); 
   dff dff4(q[3], d[3], clk, rst); 
   dff dff5(q[4], d[4], clk, rst); 
   dff dff6(q[5], d[5], clk, rst); 
   dff dff7(q[6], d[6], clk, rst); 
   dff dff8(q[7], d[7], clk, rst); 
   dff dff9(q[8], d[8], clk, rst); 
   dff dff10(q[9], d[9], clk, rst); 
   dff dff11(q[10], d[10], clk, rst); 
   dff dff12(q[11], d[11], clk, rst); 
   dff dff13(q[12], d[12], clk, rst); 
   dff dff14(q[13], d[13], clk, rst); 
   dff dff15(q[14], d[14], clk, rst); 
   dff dff16(q[15], d[15], clk, rst); 
endmodule
==> flow_metrics.py <==
# Flow results
metrics = {
    "timing": {
        "period_used_share": 0.9405,
        "grt_setup_unrepaired": "false",
        "final_critical_path_setup_slack_ns": 0.05953,
        "worstMarginPinSlew_ns": 0.2919,
        "maxSlewHeadroom": 0.8048,
        "maximum_operating_frequency_mhz": 1063,
        "totalNegativeSetupSlack_ns": 0,
        "min_period_ns": 0.9405,
        "final_hold_viols": 0,
        "setup_viol": 0,
        "drv_slew": 0,
    },
    "die": {
        "core_area_mm2": 0.003416,
        "floorplan.core_util": 0.1711,
        "chip_area_mm2": 0.006400,
        "i_o_pins": 34,
        "die_x_um": 80,
        "dieHeight_um": 80,
        "row_count": 21,
    },
    "grt": {
        "grt.overflow.total": 0,
        "maximum_number_of_pins_on_one_net_before_global_route_repair": 10,
        "global_route_wire_length_before_repair_mm": 1.828,
        "number_of_global_route_vias_before_repair": 375,
        "grt_antenna_before_repair": 0,
        "overall_global_routing_usage": 0.03655,
    },
    "placement": {
        "pre_cts_slack_ns": -0.2351,
        "gp_congestion": 0.7240,
        "port_buffers": 33,
        "place.detailed.hpwl_um": 976.1,
    },
    "clock_tree": {
        "clock_input_transition_at_the_sequential_cells_of_the_worst_setup_and_hold_paths_ns": 0.10,
        "tritoncts": "built",
        "clk_path_buf_depth": 2,
        "cts_root_buffer": "sky130_fd_sc_hd__clkbuf_4",
        "cts_sinks": 16,
        "cts_max_level": 1,
        "numCtsBuffers": 3,
    },
    "detailed_routing": {
        "insertedDiodeCount": 0,
        "detail-route-antenna-nets": 0,
        "drt-total-wl_mm": 1.167,
        "detail_route.drc_violations": 0,
        "drt_first_iter_violations": 1,
        "drt_first_pass_iters": 2,
        "post_drt_wl_per_cell_um": 9.974,
        "routed-via-count": 343,
        "detail_route.vias_per_cell": 2.932,
    },
    "synth": {
        "synth_area_per_cell_um2": 11.92,
        "number_of_instances_in_the_synthesized_netlist": 49,
        "yosys.stat.seqShare": 0.5482,
        "synth.cell_area_um2": 584.3,
        "ys_warn_count": 1,
        "cell_total_in_the_yosys_stat_output": 49,
        "synth_flops": 16,
        "unique_cell_type_count_in_the_yosys_netlist": 6,
        "ys_chip_area_um2": 584.3,
    },
    "power": {
        "switching_part_of_the_total": 0.1835,
        "power-per-cell-area_mw_per_mm2": 1463,
        "share_clk_of_total_power": 0.332,
        "power.combinational.fraction": 0.119,
        "p_leak_nw": 0.3683,
        "power.sequential.fraction": 0.550,
        "max-vdd-ir-drop_uv": 735.9,
        "switching_power_uw": 226.8,
        "cellInternalPower_mw": 1.009,
    },
    "layout": {
        "lay_top_count": "sky130_fd_sc_hd__clkdlybuf4s50_1",
        "multiInputGateArea_um2": 132.6,
        "layout_top_cells": "sky130_fd_sc_hd__clkdlybuf4s50_1, sky130_fd_sc_hd__dfxtp_1, sky130_fd_sc_hd__nor2b_2, sky130_fd_sc_hd__clkbuf_2",
        "drive_gt1_frac": 0.5070,
        "final-seq-area_um2": 325.3,
        "final.fill_count": 374,
        "area_growth_pct": 44.54,
    },
    "setup_path": {
        "cp-startpoint": "dff10.state",
        "cpLargestDelayFamily": "flip-flops",
        "critical_path_class": "reg -> out",
        "crit_fanout": 1,
        "worst_setup_path_start_kind": "flop",
        "critical_path_required_ns": 0.80,
        "cp_slowest_cell": "sky130_fd_sc_hd__dfxtp_1",
        "crit_chain": "clkdlybuf4s15_1",
        "max_stage_delay_ns": 0.31,
        "cp.buffers_inverters": 1,
        "wp_data_arrival_ns": 0.74,
        "worstSetupEndpointType": "primary output",
    },
    "flow_run": {
        "stage_log_warnings": 25,
        "cap_viol_max_count": 0,
    },
    "outcome": {
        "status": "finished clean",
    },
    "worst_hold_path": {
        "timing.hold.worst.class": "in -> reg",
        "hold_path.startpoint": "d[5]",
    },
}
## area by class of cell
| cell class | instances | share of cell area |
|---|---|---|
| multi-input combinational | 16 | 0.1570 |
| tap | 46 | 0.06815 |
| sequential | 16 | 0.3852 |
| timing repair buffer | 35 | 0.3467 |
| clock buffer | 4 | 0.04296 |
## per-layer routing
layer	vias up	wire length, µm	share of wire	GRT usage
met5	-	0	0	0
met4	0	6	0.0051	0.003521
met3	2	208	0.18	0.03295
met2	25	484	0.41	0.05217
met1	141	468	0.40	0.04116
li1	175	-	-	-
## path summary, 6_finish.rpt
check             cells after the start          to
hold / removal                        2  dff6.state
setup / recovery                      1        q[9]
## cell usage after synthesis
library cell,count,area [µm²]
sky130_fd_sc_hd__and2b_2,6,52.55
sky130_fd_sc_hd__buf_4,16,120.1
sky130_fd_sc_hd__buf_6,1,11.26
sky130_fd_sc_hd__dfxtp_1,16,320.3
sky130_fd_sc_hd__nor2b_1,3,18.77
sky130_fd_sc_hd__nor2b_2,7,61.31
## power by group through the flow
stage     combinational (mW)  clock, mW  sequential (mW)
6_report               0.147      0.410            0.679
4_1_cts                0.160      0.436            0.678
5_1_grt                0.163      0.478            0.684
## repair_timing
item                       in CTS  in global routing
resized                        38                 11
hold buffers                    0                  0
gates cloned                    0                  0
setup endpoints to repair      16                  7
buffers inserted                0                  0
## through the flow
stage,instance area [µm²],std cells,power [mW],utilization,hold slack [ns]
4_1_cts,874.6,117,1.275,0.2560,0.4559
2_1_floorplan,584.3,49,0.7695,-,0.3282
3_5_place_dp,868.3,113,0.8745,0.2542,0.7631
5_1_grt,844.6,117,1.324,0.2473,0.4390
6_report,844.6,117,1.236,0.2473,0.4598
3_3_place_gp,868.3,113,0.8722,0.2542,0.7628
## cell families (layout without fill, tap and decap cells)
family        Yosys count  after routing  synth area share
simple gates           16             16            0.2270
buf+inv                17             39            0.2248
flops                  16             16            0.5482
## sequential cells by signal, summed over array words and instances, names as in the netlist
| signal | count |
|---|---|
| dff1.state | 1 |
| dff10.state | 1 |
| dff11.state | 1 |
| dff12.state | 1 |
| dff13.state | 1 |
| dff14.state | 1 |
| dff15.state | 1 |
| dff16.state | 1 |
| dff2.state | 1 |
| dff3.state | 1 |
| dff4.state | 1 |
| dff5.state | 1 |
| dff6.state | 1 |
| dff7.state | 1 |
| dff8.state | 1 |
| dff9.state | 1 |
Power figures rest on the tool's default switching activity, not on a simulated workload.
